--- run.sh ---
#!/bin/bash
# OpenROAD 26Q1-2900-gdf79404cd8, Yosys 0.63+post, stock flow scripts
make -C /OpenROAD-flow-scripts/flow DESIGN_CONFIG=/design/flow/config.mk WORK_HOME=/design/flow/orfs finish
--- config.mk ---
export PLATFORM = sky130hd
export DESIGN_NAME = uart_tx_fsm
export DESIGN_NICKNAME = uart_tx_fsm
export VERILOG_FILES = /design/flow/design.v
export SDC_FILE = /design/flow/constraint.sdc
export NUM_CORES = 4
export LEC_CHECK = 1
export CORE_AREA = 10 10 70 70
export DIE_AREA = 0 0 80 80
--- constraint.sdc ---
current_design uart_tx_fsm

set clk_period 1.6
set clk_io_pct 0.2

create_clock -name clk0 -period $clk_period [get_ports {clk}]

set non_clock_inputs [all_inputs -no_clocks]
set_input_delay [expr $clk_period * $clk_io_pct] -clock clk0 $non_clock_inputs
set_output_delay [expr $clk_period * $clk_io_pct] -clock clk0 [all_outputs]
--- design.v ---
module uart_tx_fsm (
    input logic clk,          
    input logic rst,          
    input logic FIFO_empty,   
    input logic FIFO_full,    
    output logic write_en,    
    output logic read_en,     
    output logic load         
);
    typedef enum logic [1:0] {RESET, X, Y} state_t;
    state_t state, next_state;
    logic read_en_delayed;
    always_ff @(posedge clk or posedge rst) begin
        if (rst)
            state <= RESET;
        else
            state <= next_state;
    end
    always_comb begin
        write_en = 1'b0;
        read_en = 1'b1;
        next_state = state;
        case (state)
            RESET: begin
                if (!FIFO_empty && !FIFO_full)
                    next_state = X;
            end
            X: begin
                write_en = 1'b1;
                read_en = 1'b1;  
                next_state = (FIFO_full) ? Y : X;
            end
            Y: begin
                write_en = 1'b1;
                read_en = 1'b0;  
                if (!FIFO_full)
                    next_state = X;
            end
        endcase
    end
    always_ff @(posedge clk or posedge rst) begin
        if (rst)
            read_en_delayed <= 1'b0;
        else
            read_en_delayed <= read_en;
    end
    assign load = read_en_delayed;
endmodule
==> job_summary.md <==
### Metrics collected by this job

| Metric | Value |
|---|---|
| Status | `finished clean` |
| Main synth FF type | `dfrtp_1` |
| Final GP Congestion | `0.608` |
| DR pass1 iterations | `2` |
| Final setup margin | `72.8 ps` |
| Core footprint | `0.00342 mm²` |
| Sequential area share after synthesis | `70.4%` |
| FP Rows | `21` |
| Placed cells | `64` |
| Worst setup EP type | `primary output` |
| Top cells by count, synth | `dfrtp_1, inv_1` |
| Crit path time final | `1530 ps` |
| Number of global-route vias before repair | `131` |
| Mapped Area | `144 µm²` |
| EDFF count, synth | `0` |
| Antenna viol nets, final | `0` |
| Ys cells | `12` |
| Total CTS buffers | `3` |
| Async S/R FF share, synth | `100%` |
| Yosys warning count | `1` |
| WHS | `274 ps` |
| Largest net degree at the start of global routing | `5` |
| Slowest-stage cell, CP | `clkdlybuf4s50_1` |
| Slew @ Worst Pin | `172 ps` |
| Leak pwr | `0.108 nW` |
| Most frequent cell after synthesis | `dfrtp_1` |
| Clock sinks | `4` |
| First-pass GRT wire length | `634 µm` |
| CTS Hold Bufs | `0` |
| Period utilisation layout | `95.5%` |
| Sequential share of power | `38.7%` |
| CTS clk-pin slew, worst paths | `40 ps` |
| Dpl ws | `328 ps` |
| Setup TNS | `0 ps` |
| Final core occ | `8.42%` |
| N_diodes | `0` |
| TritonCTS clock tree | `done` |
| CTS root buf | `clkbuf_4` |
| Die footprint | `0.00640 mm²` |
| DRC | `0` |
| Max incr delay on CP | `410 ps` |
| Slew Limit Fails | `0` |
| Wirelength, routed | `414 µm` |
| Post-synth top area share | `52.2%` |
| Fillers | `413` |
| Number of gates resized after cts | `0` |
| Via density | `1.60` |
| Comb pwr share | `13.6%` |
| Sw frac | `21.2%` |
| WL met2 | `91 µm` |
| GRT Overall Usage | `1.42%` |
| Rel. slew slack | `88.5%` |
| Worst Skew | `11.0 ps` |
| Syn-to-layout area delta | `100%` |
| Max-cap violations | `0` |
| Cell Chain, Critical Path | `nor2_2 > inv_2 > clkdlybuf4s50_1` |
| Log Warnings | `25` |
| Cell Type Count | `9` |
| DRT iter0 DRCs | `2` |
| Clk Latency, worst-skew pair | `240 ps` |
| Via count | `109` |
| Net switching power | `0.0000613 W` |
| Setup violators final | `0` |
| Detailed Place HPWL | `337 µm` |
| Clk buf depth | `2` |
| CP required | `1280 ps` |
| Synthesized flop and latch total | `4` |
| Layout cell share with drive strength beyond 1 | `27.3%` |
| Die width | `80 µm` |
| Clock power share | `47.7%` |
| Internal power | `0.000228 W` |
| Peak VDD IR | `0.578 mV` |
| Top routing layer in use | `met3` |
| Initial antenna violation count | `0` |
| Syn Inst Count | `12` |
| Syn avg cell area | `12.0 µm²` |
| Hold Path Class | `in2async` |
| Top cells by area | `dfrtp_1, dfstp_2, inv_1, o21a_1, and2_1` |
| RSZ-0062 raised after global routing | `no` |
| Pwr per Cell Area | `1010 mW/mm²` |
| Crit path kind | `reg2out` |
| PortBufs | `6` |
| Final Instance Count excl. Fillers | `68` |
| YS chip area | `144 µm²` |
| CTS H-tree depth | `1` |
| Worst-path maximum fanout | `2` |
| Met1 Routed Length | `264 µm` |
| DR WL/cell | `6.09 µm` |
| Startpoint Class | `flip-flop` |
| Floorplan Utilization | `4.21%` |
| Die H | `80 µm` |
| Synth area leader | `dfrtp_1` |
| Fmax achieved | `0.655 GHz` |
| Setup bufs post-CTS | `0` |
| Critical Path AT | `1210 ps` |
| Global route total overflow | `0` |
| Metal3 WL | `58 µm` |
| # IOs | `7` |
| Final hold vios | `0` |
placed cells by master (no fill, tap or decap):
cell type | synthesis | final
clkdlybuf4s50_1 | 0 | 6
nor2_2 | 1 | 1
a21oi_1 | 1 | 1
nand2b_1 | 1 | 1
o21a_1 | 1 | 1
clkbuf_1 | 0 | 1
dfstp_2 | 1 | 1
inv_1 | 2 | 2
inv_2 | 1 | 1
dfrtp_1 | 3 | 3
clkbuf_4 | 0 | 3
and2_1 | 1 | 1
per-layer routing:
metal	vias to the layer above	global-route usage [%]
met5	-	0
li1	56	-
met4	0	0.176
met2	9	0.963
met3	0	1.70
met1	44	2.21
critical path: cells and delay by family, from the launching register on:
kind          cells  cell delay (ps)
buf+inv           2              460
flops             1              380
simple gates      1              130
layout make-up:
class,instances,area [µm²],area share (%)
Timing Repair Buffer,6,60.1,20.9
Multi-Input combinational cell,5,31.3,10.9
Clock buffer,4,26.3,9.13
Sequential cell,4,101,35.2
Inverter,3,11.3,3.91
Tap cell,46,57.6,20.0
flip-flops by register name, summed over array words and instances, names as in the netlist:
name and cells:
read_en_delayed 1, state 3
power groups by stage:
stage     Combinational (W)  Clock (W)  Sequential [W]
4_1_cts           0.0000405   0.000144        0.000112
5_1_grt           0.0000430   0.000153        0.000113
6_report          0.0000392   0.000138        0.000112
worst paths after layout:
kind / from / to / slack [ps] / cells after the start
setup / recovery: state[1] / write_en / 70 / 3
hold / removal: rst / read_en_delayed / 270 / 2
setup reg to reg: state[1] / state[1] / 780 / 3
hold reg to reg: state[1] / read_en_delayed / 460 / 1
max in group asynchronous: rst / state[0] / 1080 / 2
min in group clk0: state[1] / read_en_delayed / 460 / 1
stage by stage:
| stage | area [µm²] | total power [W] |
|---|---|---|
| CTS | 288 | 0.000296 |
| finish | 288 | 0.000289 |
| global placement | 262 | 0.000151 |
| detailed placement | 262 | 0.000153 |
| floorplan | 144 | 0.000123 |
| global route | 288 | 0.000309 |
cells by family (layout without fill, tap and decap cells):
group / Yosys count / in the layout / share of synthesized area, %
flops: 4 / 4 / 70.4
buf+inv: 3 / 13 / 7.83
simple gates: 3 / 3 / 13.1
compound gates: 2 / 2 / 8.69
Power figures rest on the tool's default switching activity, not on a simulated workload.
